**/design/flow/config.mk**
```make
export PLATFORM = sky130hd
export DESIGN_NAME = planeController
export DESIGN_NICKNAME = planeController
export VERILOG_FILES = /design/flow/design.v
export SDC_FILE = /design/flow/constraint.sdc
export NUM_CORES = 4
export LEC_CHECK = 1
export CORE_UTILIZATION = 30
```
**/design/flow/constraint.sdc**
```tcl
current_design planeController

set clk_period 5.4
set clk_io_pct 0.2

create_clock -name clk0 -period $clk_period [get_ports {clk}]

set non_clock_inputs [all_inputs -no_clocks]
set_input_delay [expr $clk_period * $clk_io_pct] -clock clk0 $non_clock_inputs
set_output_delay [expr $clk_period * $clk_io_pct] -clock clk0 [all_outputs]
```
**/design/flow/design.v**
```verilog
module planeController 
#(
    parameter   OUT_NUM = 64,
    parameter   D_WIDTH = 8,     
    parameter   C_WIDTH = 5,      
    parameter   MCU_CLK_DIVIDER = 2  
)
(
    input       clk,
    input       reset,
    input       [D_WIDTH - 1:0] dataIn,
    input       dataEn,
    input       rs,
    output      [OUT_NUM - 1:0] pwmOut,
    output      mcuClk
);
reg [C_WIDTH - 1:0] mem [0:OUT_NUM - 1];
reg [D_WIDTH - 2:0] memAddr;  
reg [C_WIDTH - 1:0] cnt;  
reg incDec;  
reg pwmEnabled;  
reg prevDataEn;
reg syncDataEn;
reg dataEnNegEdge;
assign mcuClk = cnt[MCU_CLK_DIVIDER];
always @(posedge clk) begin
    if (!reset) begin
        pwmEnabled <= 1'b0;
        memAddr <= 1'b0;
        incDec <= 1'b0;
    end else begin
        if (dataEnNegEdge) begin
            if (rs == 1'b1) begin
                casez(dataIn) // synthesis parallel_case
                    8'b0000_001?: memAddr <= 'b0;  
                    8'b0000_01??: incDec <= dataIn[1];
                    8'b0000_1???: pwmEnabled <= dataIn[2];
                    8'b1???_????: memAddr <= dataIn[D_WIDTH - 2:0];  
                endcase
            end else begin
                if (incDec)
                    memAddr <= memAddr + 1'b1;
                else
                    memAddr <= memAddr - 1'b1;
            end
        end
    end
end
always @(posedge clk) begin
 dataEnNegEdge <= (prevDataEn == 1'b1 && syncDataEn == 1'b0);
end
always @(posedge clk) begin
    syncDataEn <= dataEn;
end
always @(posedge clk) begin
    prevDataEn <= syncDataEn;
end
always @(posedge clk)
begin
    if (!reset) begin
        cnt <= 0;
    end else begin
        if (cnt <= 8'b11101) begin  
            cnt <= cnt + 1'b1;
        end else begin
            cnt <= 0;
        end
    end
end
genvar i;
generate
for (i = 0; i < OUT_NUM; i = i + 1) begin: pwmOuts
    always @(posedge clk) begin
        if (reset) begin
            if (dataEnNegEdge) begin
                if (rs == 1'b1 && dataIn == 8'b0000_0001) begin  
                    mem[i] <= 'b0;
                end else begin
                    if (memAddr == i[C_WIDTH - 1:0]) begin
                        mem[i] <= dataIn[C_WIDTH - 1:0];  
                    end
                end
            end
        end
    end
    assign pwmOut[i] = pwmEnabled ? ({1'b0, cnt} < mem[i]) : 1'b0;
end
endgenerate
endmodule  
```
**/design/flow/run.sh**
```bash
#!/bin/bash
# OpenROAD 26Q1-2900-gdf79404cd8, Yosys 0.63+post, stock flow scripts
make -C /OpenROAD-flow-scripts/flow DESIGN_CONFIG=/design/flow/config.mk WORK_HOME=/design/flow/orfs finish
```
==> Slide: Implementation Results <==
Key Metrics from the Run

Place
  • IO buf count: 76
  • Dpl hpwl: 12.9 mm
  • Setup slack at placement: 1540 ps
  • GPL Wtd Cong: between 0.8 and 0.9

Clock network
  • # clock sinks: 177
  • Clk Tree Root Cell: clkbuf_16
  • Worst-skew pair later-pin latency: between 400 and 500 ps
  • H-tree depth: 4
  • CTS tree: done
  • Hold_buf cts: 0
  • Max Root-Sink Buffers: 2
  • Post-CTS Setup Bufs: 0
  • Post-CTS resize count: 0
  • Total CTS buffers: 17
  • Clock transition at the registers of the reported paths: roughly 70 ps

Yosys
  • MUX share of area: 0.00302
  • Post-synth EDFFs: 160
  • Synth cell types: between 40 and 50
  • YS warnings: 3
  • Yosys Instances: 855
  • Main logic family: adder cells
  • Post-synthesis sequential area ratio: 0.518
  • Ys flops: 177
  • XORs/XNORs by Area: 0.00441
  • Top-area cell share: 0.484
  • Yosys top cell by area: edfxtp_1
  • Main area contributors: edfxtp_1 48%, ha_1 17%, a21o_1 7.3%
  • Ys async rst share: 0
  • Yosys simple share: 0.0892
  • Yosys chip area: 9930 µm²
  • Ao+oa area frac: 0.127
  • Avg Inst Size Synth: 11.6 µm²
  • Synth Instances: around 860
  • Main flop type: edfxtp_1
  • Adder Share, Synth: 0.171
  • Mapped cell area: 9930 µm²

Floorplan
  • I/O pins: between 70 and 80
  • Core outline area: about 33000 µm²
  • Fp_density: 0.305
  • Die ar.: 33800 µm²
  • DIE HEIGHT: 184 µm
  • Die X: 184 µm
  • FP Rows: around 66

STA
  • Tcrit/Tclk final: 0.773
  • Rel. slew slack: 0.499
  • RSZ-0062 raised after global routing: no
  • Setup ws final: between 1000 and 1500 ps
  • Final Skew: around 8.4 ps
  • Final hold viol count: 0
  • Tmin final: ~4200 ps
  • Slew Viols, Final: 0
  • Slew @ Worst Pin: 751 ps
  • Peak Freq: 0.240 GHz
  • Setup violators final: 0
  • Setup TNS: 0 ps

Worst setup path
  • Worst path max stage delay: 600 ps
  • Largest delay share family, worst path: buffers and inverters
  • Crit path launch: cnt[1]
  • FF-to-FF path depth: 4
  • Reg2reg end: mem[22][0]
  • CP Class: register to primary output
  • CP Capture Point: pwmOut[52]
  • Crit path depth: 7
  • Crit path top cell by count: a21o_1
  • Buf/Inv on CP: 2
  • Setup crit start kind: register
  • Reg2Reg Setup Slack: 3150 ps
  • Required @ worst endpoint: approximately 4300 ps
  • Worst Path Arrival: 3090 ps
  • Crit-path cells: buf_4 > ha_1 > a21o_1 > a21o_1 > a21o_1 > a21oi_1 > clkdlybuf4s50_1
  • CP Max Fanout: 25
  • Critical Path Sink Type: primary output
  • Worst-path cell with the longest stage delay: dfxtp_1
  • Origin of the critical flop-to-flop path: memAddr[2]

Routing
  • DR iter-0 viols: 392
  • Vias per cell: 4.45
  • Total Wirelength: ~20 mm
  • Ant diodes: 0
  • Antenna viol nets, final: 0
  • Via Count: 6070
  • Wire per inst: 14.6 µm
  • DRC Markers: 0
  • Drt pass-1 iters: 5

Power and ir drop
  • Peak supply drop: 191 µV
  • Pwr Density: 254 nW/µm²
  • Leakage: 5.46 nW

Global routing
  • First-pass GRT wire length: around 32 mm
  • Remaining Overflow, GRT: 0
  • Initial antenna violation count: 0
  • Vias in the first global route: 5951
  • Largest net degree at the start of global routing: 38
  • Gr usage total: 0.128

Flow run
  • Max-cap violations: 0
  • OpenROAD warnings: 31

Min path
  • Hold depth: 0
  • Worst hold path type: register to register

Cells and area
  • Fraction of layout cells with a size suffix above 1: 0.0565
  • Final core utilization: 0.355
  • Syn-to-layout area delta: 16.4%

Outcome
  • Outcome: finished clean
-- cells by family (layout without fill, tap and decap cells) --
kind of cell,after synthesis,count (layout)
mux,3,3
fa+ha+maj,136,136
simple gates,151,151
compound gates,193,193
flops,177,177
xor+xnor,5,5
buf+inv,190,256
-- cell usage after synthesis (3+ instances only) --
master      n
o21ai_0    10
nor2b_1     7
inv_1     134
a21o_1     96
nand2_1    31
nand3_1     9
a21oi_1    70
nor2_1     10
buf_4      32
dfxtp_1    17
ha_1      136
a31oi_1     3
mux2i_1     3
o21ai_1     3
buf_6       3
nand4_1     3
edfxtp_1  160
nand2b_1   66
and3_1      3
and2_1      4
clkbuf_1   19
xor2_1      4
-- flip-flops by register name (all words and copies together), names as in the netlist --
register and cells:
mem 160, cnt 5, incDec 1, syncDataEn 1, prevDataEn 1, pwmEnabled 1
dataEnNegEdge 1, memAddr 7
-- report_power, final --
group | internal [mW] | switching, mW | total, mW
Sequential | 1.50 | 0.0132 | 1.51
Clock | 0.612 | 0.568 | 1.18
Combinational | 0.105 | 0.135 | 0.241
Total | 2.22 | 0.716 | 2.93
-- layer usage --
metal  track usage  share of wire  wire [µm]
met3        0.0390          0.068       1350
met4        0.0130         0.0078        155
met5       0.00593              0          0
met1         0.197           0.48       9540
met2         0.190           0.44       8850
-- cell type report --
cell class	count	area [µm²]
fillers	3154	21000
clock inverters	15	143
multi-input cells	488	3920
flip-flops and latches	177	5140
clock buffers	17	425
inverters	134	503
repair buffers	90	866
well taps	442	553
-- worst min-delay path by stage --
stage	endpoint	startpoint	slack, ps
final	prevDataEn	syncDataEn	360
after global routing	prevDataEn	syncDataEn	370
after CTS	prevDataEn	syncDataEn	360
-- placed cells by master, fill, tap and decap left out, types with 3 or more instances in the layout --
master / Yosys / layout
inv_1: 134 / 134
clkbuf_16: 0 / 17
nand2b_1: 66 / 66
ha_1: 136 / 136
nor2b_1: 7 / 7
nand4_1: 3 / 3
o21ai_0: 10 / 10
and2_1: 4 / 4
nand2_1: 31 / 31
a21oi_1: 70 / 70
inv_6: 0 / 4
clkdlybuf4s50_1: 0 / 76
clkinv_4: 0 / 4
buf_4: 32 / 14
nor2_1: 10 / 10
dfxtp_1: 17 / 17
a31oi_1: 3 / 3
inv_8: 0 / 4
xor2_1: 4 / 4
o21ai_1: 3 / 3
nand3_1: 9 / 9
edfxtp_1: 160 / 160
a21o_1: 96 / 96
mux2i_1: 3 / 3
and3_1: 3 / 3
-- per-stage QoR --
stage	total power, mW	instance area (µm²)	hold WS [ps]	std cells
detailed placement	1.78	11000	356	1331
global route	3.05	11600	371	1363
CTS	2.96	11600	364	1363
finish	2.93	11600	359	1363
global placement	1.78	11000	356	1331
floorplan	1.70	9930	331	855
Power figures rest on the tool's default switching activity, not on a simulated workload.
